File: flow/run.sh
#!/bin/bash
# OpenROAD 26Q1-2900-gdf79404cd8, Yosys 0.63+post, stock flow scripts
make -C /OpenROAD-flow-scripts/flow DESIGN_CONFIG=/design/flow/config.mk WORK_HOME=/design/flow/orfs finish
File: flow/constraint.sdc
current_design BHT

set clk_period 1.3
set clk_io_pct 0.2

create_clock -name clk0 -period $clk_period [get_ports {branch_mode}]

set non_clock_inputs [all_inputs -no_clocks]
set_input_delay [expr $clk_period * $clk_io_pct] -clock clk0 $non_clock_inputs
set_output_delay [expr $clk_period * $clk_io_pct] -clock clk0 [all_outputs]
File: flow/config.mk
export PLATFORM = sky130hd
export DESIGN_NAME = BHT
export DESIGN_NICKNAME = BHT
export VERILOG_FILES = /design/flow/design.v
export SDC_FILE = /design/flow/constraint.sdc
export NUM_CORES = 4
export LEC_CHECK = 1
export CORE_AREA = 10 10 90 90
export DIE_AREA = 0 0 100 100
File: flow/design.v
`timescale 1ns / 1ps
module BHT(
    output reg [3:0]xxlsb,            
    output reg [3:0]xxmsb,            
    output reg [1:0] laststates,      
    input outcome,                    
    input pred_mode,                 
    input branch_mode,
    input reset,                      
    input display,
    output reg [7:0]disp              
    );
reg [3:0]xxlsb;              
reg [3:0]xxmsb;              
reg [1:0] laststates;        
initial laststates <= 2'b00;         
initial xxlsb <= 4'b1100;           
initial xxmsb <= 4'b1100;            
always @(*)
begin
if(pred_mode)                
    begin
        case(laststates)
            2'b00: disp <= xxmsb[0];
            2'b01: disp <= xxmsb[1];         
            2'b10: disp <= xxmsb[2];
            2'b11: disp <= xxmsb[3];
    endcase
    end
else if(display)             
    begin
        disp <= {xxlsb[0],xxmsb[0],xxlsb[1],xxmsb[1],xxlsb[2],xxmsb[2],xxlsb[3],xxmsb[3]};
    end
end
always @(posedge branch_mode or posedge reset)
begin
if(reset)            
    begin
        xxlsb <= 4'b1100;
        xxmsb <= 4'b1100;
        laststates <= 2'b00;
    end
else if(branch_mode)         
    begin
        case(laststates)
            2'b00: begin               
                        xxmsb[0] <= ((~xxmsb[0]) & ((xxmsb[0] & (~xxlsb[0]) & (~outcome)) | ((~xxmsb[0]) & xxlsb[0] & outcome))) |
                                    (xxmsb[0] & ~((xxmsb[0] & (~xxlsb[0]) & (~outcome)) | ((~xxmsb[0]) & xxlsb[0] & outcome)));
                        xxlsb[0] <= outcome;
                   end
            2'b01: begin               
                        xxmsb[1] <= ((~xxmsb[1]) & ((xxmsb[1] & (~xxlsb[1]) & (~outcome)) | ((~xxmsb[1]) & xxlsb[1] & outcome))) |
                                    (xxmsb[1] & ~((xxmsb[1] & (~xxlsb[1]) & (~outcome)) | ((~xxmsb[1]) & xxlsb[1] & outcome)));
                        xxlsb[1] <= outcome;
                   end
            2'b10: begin               
                        xxmsb[2] <= ((~xxmsb[2]) & ((xxmsb[2] & (~xxlsb[2]) & (~outcome)) | ((~xxmsb[2]) & xxlsb[2] & outcome))) |
                                    (xxmsb[2] & ~((xxmsb[2] & (~xxlsb[2]) & (~outcome)) | ((~xxmsb[2]) & xxlsb[2] & outcome)));
                        xxlsb[2] <= outcome;
                   end
            2'b11: begin               
                        xxmsb[3] <= ((~xxmsb[3]) & ((xxmsb[3] & (~xxlsb[3]) & (~outcome)) | ((~xxmsb[3]) & xxlsb[3] & outcome))) |
                                    (xxmsb[3] & ~((xxmsb[3] & (~xxlsb[3]) & (~outcome)) | ((~xxmsb[3]) & xxlsb[3] & outcome)));
                        xxlsb[3] <= outcome;
                   end
        endcase            
        laststates <= {laststates[0],outcome};                                 
    end
end
endmodule
==> results.py <==
# Generated from Yosys and OpenROAD reports
metrics = {
    "finish": {
        "drive_gt1_frac": 0.226,
        "final_area_mm2": 0.00103,
        "fillers": 692,
        "synthToLayoutAreaGrowth_pct": 66.9,
    },
    "power_and_ir_drop": {
        "ir_drop_mv": 0.258,
        "p_leak_uw": 0.000434,
        "total_power_uw": 1030,
        "p_per_area_mw_per_mm2": 995,
    },
    "logic_synthesis": {
        "synth_cells": 60,
        "top_cells_by_count": "o21ai_0 (10), dlxtn_1 (8), nor2b_1 (7)",
        "top_cell_area_share": 0.242,
        "top_area_cell": "dfrtp_1",
        "ys_area_um2": 619,
        "synth_flops": 18,
        "synthArstFlopShare": 0.556,
        "ys_cells": 60,
        "edf_count": 0,
        "syn_area_um2": 619,
        "yosys-top-cells-area": "dfrtp_1 (24%), dlxtn_1 (19%), dfstp_2 (17%)",
        "yosysWarnings": 1,
        "most_common_cell": "o21ai_0",
        "synth_cell_types": 18,
        "synth.avg_cell_area_um2": 10.3,
        "flop_cell": "dlxtn_1",
    },
    "clock_network": {
        "clkTransAtPathRegs_ps": 50,
        "tritoncts": "built",
        "insertion_delay_ps": 240,
        "tritoncts.num_buffers": 3,
        "h-tree-depth": 1,
        "cts-root-buf": "clkbuf_8",
        "clk_path_buf_depth": 2,
    },
    "critical_path": {
        "critPathCaptureType": "primary output",
        "cp_max_fo": 2,
        "start_kind": "flop",
        "slowest_delay_ps": 520,
        "cp.required_ps": 1040,
        "cp.arrival_ps": 960,
        "worst-path-buf-inv": 1,
        "worstPathCellList": "dlygate4sd2_1",
        "worst-setup-path-type": "flop to primary output",
        "critical_path.top_delay_family": "flip-flops",
        "critical_path.slowest_cell": "dfstp_2",
    },
    "sta": {
        "worst_slew_pin_slew_ps": 441,
        "fmax_ghz": 0.818,
        "timing.max_slew.rel_slack": 0.706,
        "fin_crit_sh": 0.941,
        "finalSetupViolCount": 0,
        "unclocked_regs": 8,
        "finalCriticalPeriod_ps": 1220,
        "fin_skew_ps": 6.45,
        "setup_tns_ps": 0,
        "untimed_endpoints": 16,
        "rsz0062_at_grt": "false",
        "hold_violations": 0,
        "report.final.slew_viol_count": 0,
    },
    "global_routing": {
        "grt_overflow_total": 0,
        "grt_use_total": 0.0339,
        "grt_max_degree": 11,
        "antenna_found_initial": 0,
        "grt_pass1_wl_um": 2860,
        "grt_pass1_vias": 542,
    },
    "die": {
        "chip_area_mm2": 0.0100,
        "num_rows": 29,
        "fp_util": 0.0987,
        "die_y_um": 100,
        "core-area_mm2": 0.00628,
        "ioPinCount": 23,
        "die_x_um": 100,
    },
    "detailed_routing": {
        "wl_met3_um": 185,
        "antenna_left": 0,
        "drc_errors": 0,
        "routedWlPerCell_um": 10.3,
        "met1Wirelength_um": 734,
        "maxUsedRoutingLayer": "met4",
        "vias": 538,
        "viasPerCell": 3.16,
        "routed_wirelength_um": 1760,
        "dr_wl_met2_um": 800,
        "firstDrtPassIters": 4,
        "drt-initial-drc-count": 20,
        "diodes": 0,
    },
    "placement": {
        "port_buffers": 22,
        "hpwl_um": 1350,
        "globalplace.congestion": 0.779,
        "dpl_cell_area_um2": 953,
    },
    "run": {
        "drv_cap": 0,
        "tool_warnings": 25,
    },
    "outcome": {
        "outcome": "finished clean",
    },
    "hold_path": {
        "hold_path.class": "primary input to asynchronous set/reset pin",
    },
}
[through the flow]
stage / instances / hold WS (ps) / setup WS, ps / util
global placement: 161 / 509 / 10.2 / 0.152
CTS: 170 / 334 / 61.4 / 0.165
floorplan: 60 / 97.3 / 219 / -
detailed placement: 161 / 516 / 41.7 / 0.152
global route: 170 / 354 / 40.1 / 0.165
finish: 170 / 318 / 77.3 / 0.165
[final cells by class]
type                    instances  area, um^2  area share
flip-flops and latches         18         375       0.363
repair buffers                 32         283       0.274
multi-input cells              35         209       0.202
clock buffers                   4        55.1      0.0533
well taps                      77        96.3      0.0932
inverters                       4        15.0      0.0145
[worst reg2reg max path, cell delays in order (launching register included)]
cell	delay, ps
dfrtp_1	380
buf_4	170
nor2_1	180
mux2_2	350
[worst paths after layout]
| kind | slack [ps] | depth (start not counted) | endpoint | start |
|---|---|---|---|---|
| max | 80 | 1 | xxlsb[2] | xxlsb[2] |
| min | 320 | 2 | laststates[1] | reset |
| max reg2reg | 110 | 3 | xxlsb[0] | laststates[1] |
| min reg2reg | 550 | 1 | laststates[1] | laststates[0] |
| max in group asynchronous | 640 | 2 | xxlsb[3] | reset |
| min in group clk0 | 540 | 1 | laststates[0] | outcome |
[routing by layer]
layer,GRT usage,vias up
li1,-,270
met5,0,-
met3,0.0132,2
met4,0.00870,0
met1,0.0428,245
met2,0.0533,21
[flip-flops by register name, summed over array words and instances (netlist names)]
name        flops
xxlsb           4
laststates      2
xxmsb           4
disp            8
[where the power goes]
group          internal (uW)  switching, uW
clock                    267            129
sequential               377           18.1
combinational            139           98.0
[layout by cell type (no fill, tap or decap), types with 3 or more instances in the layout]
cell type,netlist,routed
nor2b_1,7,7
dlygate4sd2_1,0,10
clkbuf_8,0,4
a21oi_1,3,3
inv_1,4,4
a31oi_1,3,3
nand2_1,4,4
dfstp_2,4,4
clkdlybuf4s50_1,0,12
dfrtp_1,6,6
dlxtn_1,8,8
o21ai_0,10,10
buf_4,0,10
[cell families after synthesis]
logic type | Yosys count | synth area share
flip-flops | 10 | 0.412
latches | 8 | 0.194
multiplexers | 2 | 0.0424
AND/OR/NAND/NOR | 15 | 0.127
buffers and inverters | 7 | 0.0565
AND-OR/OR-AND | 18 | 0.168
[what timing repair did]
item,CTS,global route
resized,10,0
hold buffers,0,0
endpoints found under the setup margin,10,0
buffers inserted,5,0
endpoints found under the hold margin,0,0
Power figures rest on the tool's default switching activity, not on a simulated workload.
